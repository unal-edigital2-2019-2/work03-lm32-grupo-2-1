==> design/flow/run.sh <==
#!/bin/bash
# OpenROAD 26Q1-2900-gdf79404cd8, Yosys 0.63+post, stock flow scripts
make -C /OpenROAD-flow-scripts/flow DESIGN_CONFIG=/design/flow/config.mk WORK_HOME=/design/flow/orfs finish
==> design/flow/config.mk <==
export PLATFORM = sky130hd
export DESIGN_NAME = divisor
export DESIGN_NICKNAME = divisor
export VERILOG_FILES = /design/flow/design.v
export SDC_FILE = /design/flow/constraint.sdc
export NUM_CORES = 4
export LEC_CHECK = 1
export CORE_AREA = 10 10 89 89
export DIE_AREA = 0 0 99 99
==> design/flow/constraint.sdc <==
current_design divisor

set clk_period 6.7
set clk_io_pct 0.2

create_clock -name clk0 -period $clk_period [get_ports {clki}]

set non_clock_inputs [all_inputs -no_clocks]
set_input_delay [expr $clk_period * $clk_io_pct] -clock clk0 $non_clock_inputs
set_output_delay [expr $clk_period * $clk_io_pct] -clock clk0 [all_outputs]
==> design/flow/design.v <==
module divisor #(parameter fin = 100000000, fout = 25000000)( clki, clko);
    input clki;
    output reg clko = 0;
    reg [21:0] count = 0;
    always @ (posedge clki) begin
            count = count + 1;
            if (count == 2) begin
                clko = ~clko;
                count = 0;
            end
    end
endmodule
==> results_tabular.tex <==
% Yosys + OpenROAD metrics
\begin{tabular}{lr}
\hline
Metric & Value \\
\hline
\multicolumn{2}{l}{\textbf{Status}} \\
\quad Outcome & finished, final reports clean \\
\multicolumn{2}{l}{\textbf{Pwr}} \\
\quad Internal power & between 0.15 and 0.2 mW \\
\quad Combinational Power Share & 0\% \\
\quad Pwr per Cell Area & 157.0 nW/um\^{}2 \\
\quad Switching share of power & 20.17\% \\
\quad Power after layout & 0.2241 mW \\
\quad Net Switching & 0.04520 mW \\
\quad Leak pwr & 0.4844 nW \\
\quad Seq pwr share & 61.3\% \\
\quad Worst ir drop on vdd & 0.0001338 V \\
\quad Clock share of power & 38.7\% \\
\multicolumn{2}{l}{\textbf{Routing}} \\
\quad Remaining number of nets flagged by the antenna check after routing & 0 \\
\quad Routed vias/inst & 4.532 \\
\quad Via count & roughly 1,000 \\
\quad Routed wire length per instance & 10.91 um \\
\quad First-pass iteration count of the detailed router & 4 \\
\quad DRC violation count after routing & 0 \\
\quad Antenna Diode Count & 0 \\
\quad Number of violations reported at the end of detailed-routing iteration 0 & $\sim$67 \\
\quad Total length of routed wires & between 2000 and 2500 um \\
\multicolumn{2}{l}{\textbf{Final timing}} \\
\quad Final Max-Slew Violation Tally & 0 \\
\quad Clock period minus worst slack & 2.593 ns \\
\quad Final worst hold slack & a little over 0.5 ns \\
\quad Setup violation total in the final timing report & 0 \\
\quad Max-Slew Margin vs Limit & 69.76\% \\
\quad Share of the clock period used by the worst path & 38.70\% \\
\quad Upper clock frequency limit & 385.7 MHz \\
\quad Final Hold Vio Count & 0 \\
\quad Largest clock skew in the final design & 0.009965 ns \\
\quad Slew of the pin with the lowest slew margin & approximately 0.45 ns \\
\quad Final sum of negative setup slack & 0 ns \\
\quad Unrepaired setup endpoints after global routing & false \\
\multicolumn{2}{l}{\textbf{Setup path}} \\
\quad CP Depth & 6 \\
\quad Class of the most critical setup path & register to register \\
\quad Startpoint Class & register \\
\quad Standard cell with the maximum stage delay on the critical path & sky130\_fd\_sc\_hd\_\_dfxtp\_1 \\
\quad Buffers and inverters on the worst path & 0 \\
\quad Longest individual stage delay on the worst path & between 0.5 and 0.6 ns \\
\quad Kind of cell adding the most delay to the critical path & simple AND/OR/NAND/NOR gates \\
\quad Worst reg2reg path depth & 6 \\
\quad Critical path peak fanout & 9 \\
\quad Required time of the critical path & between 6 and 7 ns \\
\quad Series of cell instances along the critical path & nand4\_1, nor4\_2, mux2\_2, o21a\_1, a2111oi\_4, and4\_1 \\
\quad CP Data Arrival Time & 2.59 ns \\
\quad Element type at the critical path end & register \\
\multicolumn{2}{l}{\textbf{Logic synthesis}} \\
\quad Number of enable-type register cells in the synthesized netlist & 1 \\
\quad Yosys warning count & 1 \\
\quad And+or+nand+nor area frac & 30.80\% \\
\quad Share of flip-flops with an asynchronous set or reset after synthesis & 0\% \\
\quad Cell count in the Yosys report & 148 \\
\quad Mean cell area of the mapped netlist & 9.113 um\^{}2 \\
\quad Post-synth seq share & 34.88\% \\
\quad Synth logic family & simple AND/OR/NAND/NOR gates \\
\quad Netlist Area Pre-Place & 1349 um\^{}2 \\
\quad Synthesized instance count & 148 \\
\quad Synth Area in XOR/XNOR & 14.29\% \\
\quad Compound-cell area share of the yosys netlist & 9.926\% \\
\quad Multiplexer share of the synthesized area & $\sim$1.6\% \\
\quad Post-synthesis register bit count & 23 \\
\quad Dominant register cell & sky130\_fd\_sc\_hd\_\_dfxtp\_1 \\
\quad Number of distinct library cell variants in the gate-level netlist after synthesis & 38 \\
\quad Fraction of the mapped netlist area in adder cells & 1.855\% \\
\quad Chip area from the yosys synthesis statistics & 1349 um\^{}2 \\
\multicolumn{2}{l}{\textbf{Placement}} \\
\quad Placed instance count & 214 \\
\quad DPL Wire Length & 1759 um \\
\quad \# port buffers & 1 \\
\quad Final estimated routing congestion in global placement & 0.8805 \\
\multicolumn{2}{l}{\textbf{Final layout}} \\
\quad Post-layout utilization of the core & 23.83\% \\
\quad Number of cells in the finished layout apart from fillers & 218 \\
\quad Synth-to-layout area growth & 5.844\% \\
\quad Filler Cells Inserted & 632 \\
\quad Fraction of layout instances using a drive strength above 1 & 11.89\% \\
\multicolumn{2}{l}{\textbf{CTS}} \\
\quad Count of H-tree levels built during CTS & 1 \\
\quad \# Post-CTS Setup Buffers & 0 \\
\quad Reg clk slew, reported paths & 0.09 ns \\
\quad CTS max path bufs & 2 \\
\quad Root cell of the clock tree & sky130\_fd\_sc\_hd\_\_clkbuf\_8 \\
\quad CTS resizes & 0 \\
\quad TritonCTS buffer count & 3 \\
\quad Sink Count & 23 \\
\quad TritonCTS clock tree & yes \\
\quad Hold buffer count at cts & 0 \\
\quad Worst skew pair latency & 0.27 ns \\
\multicolumn{2}{l}{\textbf{Worst hold path}} \\
\quad Worst min-delay path class & register to register \\
\quad Hold Path Depth & 1 \\
\multicolumn{2}{l}{\textbf{Flow run}} \\
\quad Number of OpenROAD warnings & 26 \\
\quad Max-capacitance violation count & 0 \\
\multicolumn{2}{l}{\textbf{Global route}} \\
\quad Via count of the first global-routing pass & 881 \\
\quad Number of antenna violations at the first check in global routing & 0 \\
\quad Global-route wire length before repair & 4250 um \\
\quad Pin count of the biggest net entering global routing & 14 \\
\quad Total gr overflow & 0 \\
\quad GR Util All Layers & under 10\% \\
\multicolumn{2}{l}{\textbf{Floorplanning}} \\
\quad Horizontal die size & 99 um \\
\quad Die boundary height & $\sim$100 um \\
\quad Die Size & 9801 um\^{}2 \\
\quad Number of placement rows & 28 \\
\quad Floorplan Utilization & 22.51\% \\
\quad Std-Cell Core Area & 5991 um\^{}2 \\
\quad \# IOs & 2 \\
\hline
\end{tabular}
## placed cells by master, fill, tap and decap left out, types with 2 or more instances in the layout
master / netlist / final
sky130_fd_sc_hd__nand4_2: 3 / 3
sky130_fd_sc_hd__nand2_1: 10 / 10
sky130_fd_sc_hd__nand4_1: 7 / 7
sky130_fd_sc_hd__inv_1: 5 / 5
sky130_fd_sc_hd__xor2_1: 8 / 8
sky130_fd_sc_hd__nor3_1: 7 / 7
sky130_fd_sc_hd__o22ai_1: 2 / 2
sky130_fd_sc_hd__and3_1: 5 / 5
sky130_fd_sc_hd__nor4_2: 2 / 2
sky130_fd_sc_hd__o21a_1: 2 / 2
sky130_fd_sc_hd__dfxtp_1: 22 / 22
sky130_fd_sc_hd__o21ai_0: 3 / 3
sky130_fd_sc_hd__and4_1: 4 / 4
sky130_fd_sc_hd__nand3_1: 11 / 11
sky130_fd_sc_hd__xnor2_1: 14 / 14
sky130_fd_sc_hd__clkbuf_8: 0 / 3
sky130_fd_sc_hd__a21oi_1: 2 / 2
sky130_fd_sc_hd__nor2_1: 7 / 7
sky130_fd_sc_hd__a31oi_1: 6 / 6
sky130_fd_sc_hd__ha_1: 2 / 2
sky130_fd_sc_hd__or3_1: 2 / 2
## layer usage
| metal | GRT usage, % | vias up | part of all wire (%) | wire length [um] |
|---|---|---|---|---|
| met5 | 0 | - | 0 | 0 |
| met4 | 0.3308 | 0 | 0.29 | 7 |
| met3 | 1.268 | 2 | 4.8 | 114 |
| met2 | 7.465 | 19 | 43 | 1027 |
| met1 | 7.258 | 444 | 52 | 1230 |
| li1 | - | 523 | - | - |
## registers in the layout, summed over array words and instances, names as in the netlist
signal and cells:
clko 1, count 22
## power by group through the flow
stage	logic, mW	registers (mW)	clock network [mW]
global route	0.000000270	0.137	0.0964
finish	0.000000270	0.137	0.0867
CTS	0.000000270	0.137	0.0906
## synthesized netlist by cell type, types with 2 or more instances
| library cell | n | area, um^2 |
|---|---|---|
| sky130_fd_sc_hd__dfxtp_1 | 22 | 440.4 |
| sky130_fd_sc_hd__xnor2_1 | 14 | 122.6 |
| sky130_fd_sc_hd__nand3_1 | 11 | 55.05 |
| sky130_fd_sc_hd__nand2_1 | 10 | 37.54 |
| sky130_fd_sc_hd__xor2_1 | 8 | 70.07 |
| sky130_fd_sc_hd__nand4_1 | 7 | 43.79 |
| sky130_fd_sc_hd__nor2_1 | 7 | 26.28 |
| sky130_fd_sc_hd__nor3_1 | 7 | 35.03 |
| sky130_fd_sc_hd__a31oi_1 | 6 | 37.54 |
| sky130_fd_sc_hd__and3_1 | 5 | 31.28 |
| sky130_fd_sc_hd__inv_1 | 5 | 18.77 |
| sky130_fd_sc_hd__and4_1 | 4 | 35.03 |
| sky130_fd_sc_hd__buf_2 | 3 | 15.01 |
| sky130_fd_sc_hd__buf_6 | 3 | 33.78 |
| sky130_fd_sc_hd__nand4_2 | 3 | 37.54 |
| sky130_fd_sc_hd__o21ai_0 | 3 | 15.01 |
| sky130_fd_sc_hd__a21oi_1 | 2 | 10.01 |
| sky130_fd_sc_hd__buf_4 | 2 | 15.01 |
| sky130_fd_sc_hd__clkbuf_1 | 2 | 7.510 |
| sky130_fd_sc_hd__ha_1 | 2 | 25.02 |
| sky130_fd_sc_hd__nor4_2 | 2 | 25.02 |
| sky130_fd_sc_hd__o21a_1 | 2 | 15.01 |
| sky130_fd_sc_hd__o22ai_1 | 2 | 12.51 |
| sky130_fd_sc_hd__or3_1 | 2 | 12.51 |
## area by class of cell
cell class                      count  area, um^2  area share [%]
Clock inverter                      1       5.005          0.3506
Inverter                            5       18.77           1.315
Sequential cell                    23       470.5           32.95
Tap cell                           75       93.84           6.573
Clock buffer                        3       41.29           2.892
Multi-Input combinational cell    110       788.3           55.21
Timing Repair Buffer                1       10.01          0.7011
## stage by stage
| stage | cell area [um^2] | setup slack [ns] |
|---|---|---|
| after floorplan | 1349 | 4.287 |
| after global placement | 1381 | 4.099 |
| after detailed placement | 1381 | 4.092 |
| after CTS | 1428 | 4.098 |
| after global routing | 1428 | 3.916 |
| final | 1428 | 4.107 |
## logic make-up (layout without fill, tap and decap cells)
| family | after synthesis | after routing |
|---|---|---|
| simple gates | 66 | 66 |
| flops | 23 | 23 |
| xor+xnor | 22 | 22 |
| compound gates | 18 | 18 |
| buf+inv | 15 | 10 |
| fa+ha+maj | 2 | 2 |
| mux | 2 | 2 |
## path summary, 6_finish.rpt
kind             start         to  slack (ns)
max           count[7]       clko        4.11
min reg2reg  count[18]  count[18]        0.52
min          count[18]  count[18]        0.52
max reg2reg   count[7]       clko        4.11
## worst register-to-register path: cells and delay by family (launching register included)
family           cells  cell delay [ns]
AND-OR/OR-AND        2             0.49
flip-flops           1             0.51
multiplexers         1             0.38
AND/OR/NAND/NOR      3             0.94
Power is estimated from default activity; no workload was simulated.
