==> ./design.v <==
`timescale 1ns / 1ps
module cam_read #(
		parameter AW = 17  
		)(
		input init,
		input pclk,
		input rst,
		input vsync,
		input href,
		input [7:0] px_data,
		output reg [AW-1:0] mem_px_addr = 0,
		output reg[7:0] mem_px_data ,
		output reg px_wr =0, 
		output reg done );
	reg [1:0]  FSM_state = 2;  
    reg pixel_half  = 0;  
	reg [10:0] widthimage  ;  
	reg [10:0] lengthimage ; 
	reg vsync_old;
	reg href_old ;
	reg init_old; 
	localparam Maxwidthimage = 160 ;      
	localparam Maxlengthimage = 120;     
	localparam Maxaddr = Maxlengthimage*Maxwidthimage ;
	localparam WAIT_FRAME_START = 0;
	localparam ROW_CAPTURE = 1;
	localparam DATA_OUT_RANGE =3;
	localparam DONE =2;
always@(posedge pclk)begin 
if(rst)begin
mem_px_addr = 0;
FSM_state = 2;
done = 0;
pixel_half = 0;
end else begin 
	if(init && !init_old)begin
		case(FSM_state)
		DONE:begin  
				mem_px_addr = 0;
				lengthimage = 0;
				if(!vsync && vsync_old)begin 
				FSM_state = WAIT_FRAME_START;				
				end else begin
					FSM_state = DONE;
				end
			end		
		WAIT_FRAME_START: begin  
				if(!href_old && href )begin
				FSM_state = ROW_CAPTURE;
				mem_px_data[7:2] = {px_data[7:5], px_data[2:0]};
				px_wr = 0 ;
				pixel_half = ~pixel_half;
				end else begin
					if (vsync && !vsync_old ) begin
					done  = 1;
					FSM_state = DONE;
					end else begin
						FSM_state = WAIT_FRAME_START;
					end
				end	
			end
		ROW_CAPTURE: begin 
				if (href) begin  
					if ( pixel_half == 0) begin
						mem_px_data[7:2] = {px_data[7:5], px_data[2:0]};
						px_wr = 0;
					end else begin
						mem_px_data[1:0] = {px_data[4:3]};  
						px_wr = #1 1;
						mem_px_addr = mem_px_addr + 1 ;
						widthimage = widthimage + 1 ;
								if (widthimage  > Maxwidthimage) begin
								widthimage = 0 ;
								lengthimage = lengthimage + 1 ;
								FSM_state = WAIT_FRAME_START;
									if(lengthimage > Maxlengthimage)begin
									done  = 1; 
									mem_px_addr = 0;
									FSM_state = DONE; 
									end	
								end 
				    end	
				pixel_half = ~ pixel_half;
				end else begin
					FSM_state = WAIT_FRAME_START;
				end			
		end
		endcase
	end else begin
	done = 0;
	px_wr = 0;
	end
end
vsync_old = vsync;
init_old = init ;
href_old = href ; 
end
endmodule
==> ./run.sh <==
#!/bin/bash
# OpenROAD 26Q1-2900-gdf79404cd8, Yosys 0.63+post, stock flow scripts
make -C /OpenROAD-flow-scripts/flow DESIGN_CONFIG=/design/flow/config.mk WORK_HOME=/design/flow/orfs finish
==> ./config.mk <==
export PLATFORM = sky130hd
export DESIGN_NAME = cam_read
export DESIGN_NICKNAME = cam_read
export VERILOG_FILES = /design/flow/design.v
export SDC_FILE = /design/flow/constraint.sdc
export NUM_CORES = 4
export LEC_CHECK = 1
export CORE_UTILIZATION = 40
==> ./constraint.sdc <==
current_design cam_read

set clk_period 3.5
set clk_io_pct 0.2

create_clock -name clk0 -period $clk_period [get_ports {pclk}]

set non_clock_inputs [all_inputs -no_clocks]
set_input_delay [expr $clk_period * $clk_io_pct] -clock clk0 $non_clock_inputs
set_output_delay [expr $clk_period * $clk_io_pct] -clock clk0 [all_outputs]
==> results.txt <==
run metrics: CTS buffer count 5, Peak supply drop 0.000159 V, Mapped Avg Cell Area 10.1 µm², YS warnings 1, vias in the first global route 2033, Inst Count DP 429, worst rel slew slack around three fifths, final hold vios 0, WP data arrival 2.56 ns, Worst-path clk slew 0.10 ns, initial antenna violation count 0, via count ~2300, fill count 660, synth-to-layout area growth 19.2%, WS Path Type flop to flop, total negative slack 0 ns, antenna-violating nets left 0, Tcrit/Tclk final between 70% and 80%, worst-path maximum fanout 11, CTS tree done, postcts setup bufs 0, count of tool warnings 29, worst hold start done$_SDFFE_PP0P_, crit path DRT 3.46 ns, largest net degree at the start of global routing 18, Netlist Area Pre-Place 3010 µm², main flop type edfxtp_1, Hold Crit Class flop to flop, Async S/R FF share, synth 0%, Final Non-Filler Cells around 440, hold path depth 1, Post-synth regs ~55, outcome complete, no violations, final setup vio count 0, All-Layer GR Usage roughly 16%, count of library flops with an enable pin 31, Core Box Area 7250 µm², Crit. Startpoint widthimage[0]$_SDFFCE_PN0P_, root buffer cell clkbuf_8, Pwr Total 0.00115 W, reg2reg start widthimage[0]$_SDFFCE_PN0P_, CTS resizes 0, Post-route DRC 0, Die Size just under 8000 µm², CP Capture Type flop, Sink Count 55, CP Capture Point lengthimage[10]$_SDFFCE_PN0P_, pwr dens 320 nW/µm², ys cells around 300, FF-to-FF path depth 6, share of cells above drive strength 1 slightly above 10%, Distinct lib cells used about 57, # IOs 40, clock buffer depth 2, Iter 0 DRT Violations 128, sequential-to-total area share from yosys stat between 40% and 50%, die width 88.8 µm, kind of start point of the critical path flop, post-DR wirelength/cell 12.8 µm, Clock Skew 0.0127 ns, Max Slew Vio Count 0, fp_density between 40 and 50%, row cnt 31, Peak Freq 383 MHz, fin util ~49%, antenna cells 0, drt total wl 5610 µm, drt first pass iters 4, flop2flop setup slack 0.89 ns, Max Cap Violations 0, worst slew pin tran 0.602 ns, Lkg Pwr 1.22 nW, Mapped Cells approximately 300, RSZ-0062 raised after global routing no, H-tree depth 2, Late-Pin Clk Latency between 0.3 and 0.4 ns, final RePlAce weighted congestion around 0.83, Seq. cell area between 1000 and 1500 µm², post-DP HPWL 3920 µm, average vias per placed instance between 5 and 6, first-pass GRT wire length 9270 µm, hold buffers post-CTS 0, Die Ht 88.8 µm, Chip Area, Yosys 3010 µm², Port Buffers 39, RR Endpoint lengthimage[10]$_SDFFCE_PN0P_, Tmin final about 2.6 ns, MI comb area 1520 µm², WHS 0.500 ns, grt total ovfl 0
-- cells by family after synthesis --
group / count (synthesis) / synth area share [%]
compound gates: 59 / 15.2
xor+xnor: 32 / 9.31
fa+ha+maj: 8 / 3.33
buf+inv: 17 / 2.91
flops: 55 / 46.9
mux: 3 / 0.998
other cells: 1 / 0.125
simple gates: 122 / 21.3
-- per-layer routing --
metal	wire length [µm]	global-route usage [%]
met1	2720	22.9
met4	47	1.17
met2	2640	25.9
met3	199	2.93
met5	0	0
-- critical path, cell delays in order, from the launching register on --
cell and delay [ns]:
edfxtp_1 0.47, ha_1 0.31, a211oi_1 0.29, o22ai_1 0.10, a311o_2 0.47, a21oi_1 0.16, o211a_1 0.44
-- layout by cell type (no fill, tap or decap), types with 11 or more instances in the layout --
cell              n
nor2_1           29
edfxtp_1         31
nand3_1          15
dfxtp_1          24
xor2_1           21
xnor2_1          11
nand2_1          26
clkdlybuf4s50_1  39
a21oi_2          11
a21oi_1          16
-- registers in the layout (all words and copies together), names as in the netlist --
signal       flops
px_wr            1
widthimage      11
mem_px_addr     17
href_old         1
init_old         1
done             1
mem_px_data      8
lengthimage     11
pixel_half       1
FSM_state        2
vsync_old        1
-- stage by stage --
stage	cell area, µm²	setup WS, ns
6_report	3590	0.892
3_3_place_gp	3480	0.781
3_5_place_dp	3480	0.723
2_1_floorplan	3020	1.07
5_1_grt	3590	0.664
4_1_cts	3590	0.888
-- final cells by class --
type                    instances  area share, %
multi-input cells             227           42.3
clock buffers                   6           2.61
well taps                      99           3.45
repair buffers                 40           11.1
flip-flops and latches         55           39.3
clock inverters                 2          0.349
inverters                       8          0.837
-- synth_stat cells (3+ instances only) --
master    instances  share of area [%]
a21oi_1          16                2.7
and3_1           10                2.1
nand3_1          15                2.5
xor2_1           21                6.1
nor2_1           29                3.6
and2_1           10                2.1
edfxtp_1         31                 31
xnor2_1          11                3.2
dfxtp_1          24                 16
inv_1             7               0.87
a21oi_2          11                3.2
nand2_1          26                3.2
clkbuf_1          3               0.37
mux2i_1           3                1.0
nand4_1           7                1.5
nor2b_1           3               0.62
o21ai_0           7                1.2
or3_1             3               0.62
nand2b_1          5                1.0
ha_1              8                3.3
and4_1            4                1.2
-- worst min-delay path by stage --
stage	to	slack [ns]
4_1_cts	FSM_state[0]$_SDFFE_PP0P_	0.51
5_1_grt	done$_SDFFE_PP0P_	0.53
6_report	done$_SDFFE_PP0P_	0.50
-- power by group --
part           internal [W]  switching [W]  leakage, nW
combinational     0.0000301      0.0000326        0.684
sequential         0.000685     0.00000718        0.477
clock              0.000185       0.000210       0.0581
total              0.000900       0.000250         1.22
Power is estimated from default activity; no workload was simulated.
