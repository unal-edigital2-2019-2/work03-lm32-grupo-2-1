==> design.v <==
module VGA_Driver640x480 (
	input rst,
	input clk, 				 
	input  [7:0] pixelIn, 	 
	output  [7:0] pixelOut,  
	output  Hsync_n,		 
	output  Vsync_n,		 
	output  [9:0] posX, 	 
	output  [8:0] posY 		 
);
localparam SCREEN_X = 640; 	 
localparam FRONT_PORCH_X =16;  
localparam SYNC_PULSE_X = 96;
localparam BACK_PORCH_X = 28;
localparam TOTAL_SCREEN_X = SCREEN_X+FRONT_PORCH_X+SYNC_PULSE_X+BACK_PORCH_X; 	 
localparam SCREEN_Y = 480; 	 
localparam FRONT_PORCH_Y =10;  
localparam SYNC_PULSE_Y = 2;
localparam BACK_PORCH_Y = 33;
localparam TOTAL_SCREEN_Y = SCREEN_Y+FRONT_PORCH_Y+SYNC_PULSE_Y+BACK_PORCH_Y; 	 
reg  [9:0] countX=SCREEN_X;  
reg  [8:0] countY=SCREEN_Y;  
assign posX    = countX;
assign posY    = countY;
assign pixelOut = (countX<SCREEN_X) ? (pixelIn ) : (8'b00000000) ;
assign Hsync_n = ~((countX>=SCREEN_X+FRONT_PORCH_X) && (countX<SCREEN_X+SYNC_PULSE_X+FRONT_PORCH_X)); 
assign Vsync_n = ~((countY>=SCREEN_Y+FRONT_PORCH_Y) && (countY<SCREEN_Y+FRONT_PORCH_Y+SYNC_PULSE_Y));
always @(posedge clk) begin
	if (rst) begin
		countX <= SCREEN_X;  
		countY <= SCREEN_Y;  
	end
	else begin 
		if (countX >= (TOTAL_SCREEN_X-1)) begin
			countX <= 0;
			if (countY >= (TOTAL_SCREEN_Y-1)) begin
				countY <= 0;
			end 
			else begin
				countY <= countY + 1;
			end
		end 
		else begin
			countX <= countX + 1;
			countY <= countY;
		end
	end
end
endmodule
==> run.sh <==
#!/bin/bash
# OpenROAD 26Q1-2900-gdf79404cd8, Yosys 0.63+post, stock flow scripts
make -C /OpenROAD-flow-scripts/flow DESIGN_CONFIG=/design/flow/config.mk WORK_HOME=/design/flow/orfs finish
==> config.mk <==
export PLATFORM = sky130hd
export DESIGN_NAME = VGA_Driver640x480
export DESIGN_NICKNAME = VGA_Driver640x480
export VERILOG_FILES = /design/flow/design.v
export SDC_FILE = /design/flow/constraint.sdc
export NUM_CORES = 4
export LEC_CHECK = 1
export CORE_AREA = 10 10 99 99
export DIE_AREA = 0 0 109 109
==> constraint.sdc <==
current_design VGA_Driver640x480

set clk_period 2.2
set clk_io_pct 0.2

create_clock -name clk0 -period $clk_period [get_ports {clk}]

set non_clock_inputs [all_inputs -no_clocks]
set_input_delay [expr $clk_period * $clk_io_pct] -clock clk0 $non_clock_inputs
set_output_delay [expr $clk_period * $clk_io_pct] -clock clk0 [all_outputs]
==> flow_summary_export.csv <==
group,metric,value,unit
sta,period_used_share,0.930,
sta,timing.final.crit_period,2.05,ns
power_and_ir_drop,leakage,0.583,nW
cts,htree_num_levels,1,
min_path,min_to,"countX[0]",
power_and_ir_drop,p_int,0.000507,W
global_route,grt_use_met1,0.0537,
floorplan,initCoreUtil,0.129,
finish,syn2layout_area_growth,57.7,%
critical_path,crit_arrival,1.61,ns
critical_path,cp_max_fo,6,
power_and_ir_drop,max-vdd-ir-drop,171,uV
placement,post-place-cells,253,
finish,logic_area,577,um^2
sta,hold_slack,0.498,ns
critical_path,r2r_slack,0.58,ns
global_route,grt_antenna_before_repair,0,
flow_run,max_cap_viol_count,0,
critical_path,endpoint_kind,"primary output",
finish,final_cells,257,
logic_synthesis,synth.ff_latch_count,19,
power_and_ir_drop,p_clk_frac,0.370,
sta,max_freq,0.489,GHz
cts,clock-sinks,19,
cts,clk_path_buf_depth,2,
detailed_routing,diodes,0,
detailed_routing,vias,910,
min_path,hold_start,"countX[0]",
finish,regArea,380,um^2
sta,setup_violations,0,
floorplan,top_level_ports,39,
floorplan,core-area,0.00773,mm^2
global_route,gr-total-overflow,0,
run_status,status,"finished, final reports clean",
sta,grt_setup_unrepaired,"no",
global_route,globalRouteMet3Util,0.0131,
logic_synthesis,yosys_warnings,1,
detailed_routing,wl,2720,um
logic_synthesis,postSynthCellCount,111,
floorplan,dieArea,0.0119,mm^2
logic_synthesis,ff_type,"dfxtp_1",
min_path,worstHoldPathCells,1,
finish,final_layout_size_suffix_gt1_frac,0.110,
global_route,grt_use_total,0.0438,
logic_synthesis,synthArstFlopShare,0,
min_path,hold_path.class,"reg -> reg",
logic_synthesis,syn_area,995,um^2
global_route,grt_first_pass_wirelength,4380,um
logic_synthesis,syn_avg_cell_area,8.96,um^2
cts,cts_root_buffer,"clkbuf_8",
logic_synthesis,ys_seq_share,0.382,
detailed_routing,routedWlPerCell,10.6,um
floorplan,die_w,109,um
logic_synthesis,ys_cells,111,
global_route,grt_pass1_vias,863,
cts,tritoncts,"yes",
detailed_routing,dr.first_iter.drc_count,45,
power_and_ir_drop,switchingPower,0.000128,W
logic_synthesis,yosysUniqueCellTypes,31,
detailed_routing,drtAntennaViolNets,0,
placement,place_hpwl,2230,um
flow_run,tool_warnings,28,
global_route,gr-usage-met2,0.0741,
placement,place_congestion,0.771,
cts,clkLatencyLatePin,0.25,ns
detailed_routing,first_pass_iters,2,
power_and_ir_drop,combPwrFrac,0.070,
floorplan,rows,32,
cts,clk_pin_slew_worst_paths,0.07,ns
sta,hold_viol_final,0,
detailed_routing,drc_errors,0,
power_and_ir_drop,power.density,405,mW/mm^2
finish,fillers,842,
critical_path,crit_start,"countY[0]",
sta,worst-slew-pin-transition,0.400,ns
cts,cts_hold_buf,0,
critical_path,r2r-end,"countX[5]",
power_and_ir_drop,pwr-share-seq,0.560,
logic_synthesis,ys_area,995,um^2
critical_path,worstSetupStartpointType,"flip-flop",
critical_path,path_class,"reg -> out",
critical_path,rr_worst_depth,5,
critical_path,r2r-start,"countX[0]",
sta,finalSetupTns,0,ns
sta,fin_skew,0.00489,ns
critical_path,worstPathRequired,1.76,ns
floorplan,fp.dieH,109,um
sta,slew_headroom,0.733,
global_route,gr-max-usage-layer,"met2",
detailed_routing,via_per_inst,3.54,
power_and_ir_drop,swShare,0.202,
sta,report.final.slew_viol_count,0,
logic_synthesis,synth-edff-count,0,
cts,cts_buffers,3,
global_route,grt_max_degree,14,
placement,numPortBuffers,38,
-- registers in the layout (all words and copies together), names as in the netlist --
register  flops
countY        9
countX       10
-- layout by cell type (no fill, tap or decap), drive strengths merged, types with 5 or more instances in the layout --
cell | synthesis | final
buf | 2 | 5
xnor2 | 7 | 7
and2 | 8 | 8
and3 | 7 | 7
dfxtp | 19 | 19
nor2 | 17 | 17
nand2 | 5 | 5
inv | 5 | 5
clkdlybuf4s50 | 0 | 37
-- logic make-up (layout without fill, tap and decap cells) --
| family | count (synthesis) | in the layout | synth area share |
|---|---|---|---|
| flip-flops | 19 | 19 | 0.382 |
| adder cells (fa/ha/maj) | 4 | 4 | 0.0503 |
| XOR/XNOR | 11 | 11 | 0.0969 |
| AND/OR/NAND/NOR | 52 | 52 | 0.303 |
| multiplexers | 2 | 2 | 0.0201 |
| AND-OR/OR-AND | 15 | 15 | 0.106 |
| buffers and inverters | 8 | 52 | 0.0415 |
-- critical path, cell delays in order, from the launching register on --
cell and delay, ns:
dfxtp_1 0.45, inv_1 0.07, ha_1 0.19, o211ai_1 0.15, clkdlybuf4s50_1 0.49
-- cells in the mapped netlist (all sizes together) (3+ instances only) --
master / count / area (um^2)
a211oi: 4 / 30.0
a21oi: 3 / 18.8
and2: 8 / 50.1
and3: 7 / 43.8
dfxtp: 19 / 380
ha: 4 / 50.1
inv: 5 / 18.8
nand2: 5 / 18.8
nand3: 4 / 20.0
nand4: 3 / 18.8
nor2: 17 / 78.8
o21bai: 4 / 30.0
xnor2: 7 / 61.3
xor2: 4 / 35.0
-- stage by stage --
step / utilization / total power [W] / worst slack (ns) / cell area [um^2]
2_1_floorplan: - / 0.000379 / 0.751 / 995
3_3_place_gp: 0.196 / 0.000409 / 0.253 / 1520
3_5_place_dp: 0.196 / 0.000409 / 0.222 / 1520
4_1_cts: 0.202 / 0.000652 / 0.0510 / 1560
5_1_grt: 0.203 / 0.000667 / 0.0328 / 1570
6_report: 0.203 / 0.000635 / 0.153 / 1570
-- worst max-delay path by stage --
stage	cells past startpoint	endpoint
6_report	4	Vsync_n
4_1_cts	3	Hsync_n
5_1_grt	4	Vsync_n
-- power groups by stage --
stage / clock [W] / combinational, W / sequential (W)
4_1_cts: 0.000250 / 0.0000459 / 0.000356
6_report: 0.000235 / 0.0000444 / 0.000356
5_1_grt: 0.000260 / 0.0000498 / 0.000357
-- layout make-up --
type	count	area share
Multi-Input combinational cell	84	0.368
Clock buffer	4	0.0287
Sequential cell	19	0.242
Timing Repair Buffer	43	0.268
Inverter	5	0.0120
Tap cell	102	0.0813
-- repair_timing --
action	4_1_cts	5_1_grt
gates resized	1	2
setup buffers	0	0
endpoints found under the setup margin	8	9
-- layer usage --
metal	vias up	wire, um	part of all wire
met5	-	0	0
li1	467	-	-
met3	4	227	0.083
met4	0	56	0.021
met2	26	1270	0.47
met1	413	1170	0.43
Power figures rest on the tool's default switching activity, not on a simulated workload.
